### flow/constraint.sdc
current_design peasant

set clk_period 13.9
set clk_io_pct 0.2

create_clock -name clk0 -period $clk_period [get_ports {clock}]

set non_clock_inputs [all_inputs -no_clocks]
set_input_delay [expr $clk_period * $clk_io_pct] -clock clk0 $non_clock_inputs
set_output_delay [expr $clk_period * $clk_io_pct] -clock clk0 [all_outputs]
### flow/run.sh
#!/bin/bash
# OpenROAD 26Q1-2900-gdf79404cd8, Yosys 0.63+post, stock flow scripts
make -C /OpenROAD-flow-scripts/flow DESIGN_CONFIG=/design/flow/config.mk WORK_HOME=/design/flow/orfs finish
### flow/config.mk
export PLATFORM = sky130hd
export DESIGN_NAME = peasant
export DESIGN_NICKNAME = peasant
export VERILOG_FILES = /design/flow/design.v
export SDC_FILE = /design/flow/constraint.sdc
export NUM_CORES = 4
export LEC_CHECK = 1
export CORE_UTILIZATION = 50
### flow/design.v
module peasant #(parameter NBITS = 20)
                (input logic [NBITS-1:0] A,B,
                 input logic clock, reset, oReady, iValid,
                 output logic iReady, oValid,
                 output logic [NBITS+NBITS-1:0]result);
    enum logic [1:0] {INIT, CALC, SEND} state; 
    logic [NBITS+NBITS-1:0] A_aux, B_aux;
    always_ff @(posedge clock)begin
        if(reset)begin
            A_aux <= '0;
            B_aux <= '0;
            result <= '0;
            state <= INIT;
            iReady <= 0;
            oValid <= 0;
        end
        else begin
            case(state)
                INIT: begin
                        iReady <= 1;
                        oValid <= 0;
                        A_aux <= A;
                        B_aux <= B;
                        state <= CALC;        
                end
                CALC: begin
                    if(A_aux >= 1)begin
                        A_aux <= (A_aux >>> 1);
                        B_aux <= (B_aux <<< 1);
                        result <= result + (A_aux[0] ? B_aux : 0);
                    end  
                    else begin
                        state <= SEND;
                        oValid <= 1;
                    end
                end
                SEND: begin
                    if(oReady)begin
                        oValid <= 0;
                        state <= INIT;
                    end
                    else state <= SEND;
                end
            endcase
        end
    end
endmodule
==> out/metrics.yaml <==
fp_util: 0.5207
port_buffers: 84
fin_setup_tns_ps: 0
slowest_delay_ps: 680
critPathBufInv: 3
overflow: 0
dominantRegCellSynth: "dfxtp_1"
cp.required_ps: 14130
antenna_left: 0
cap_violations: 0
rsz0062_at_grt: "no"
leakagePower_nw: 3.018
first_iter_violations: 385
worstPathMaxFanout: 72
hold-worst-slack_ps: 464.2
fmax_mhz: 218.1
post-route-period-util: 0.3299
ys_seq_elements: 105
edf_count: 0
yosysChipArea_sq_um: 6332
antenna_found_initial: 0
clk_path_buf_depth: 2
io_pins: 86
clock-sinks: 105
netlist_area_sq_um: 6332
max_slew_margin: 0.4874
endpoint_kind: "register"
vdd_drop_max_uv: 93.79
startpoint_type: "input port"
path_clk_slew_ps: 70
cts.htree.levels: 3
p_seq_frac: 0.488
grtUsageTotal: 0.2379
num_rows: 40
final_util: 0.6216
dp_hpwl_microns: 10140
switching_power_w: 0.0001845
chipArea_sq_um: 13120
combPwrFrac: 0.143
syn_inst: 796
clk_latency_ps: 350
yosysSeqAreaShare: 0.3320
num_vias: 5690
critPathKind: "input port to register"
wl_per_cell_microns: 14.39
log.warning_count: 27
final_hold_viol_count: 0
cts_resized: 0
grt_max_degree: 77
drv_slew: 0
num_antenna_cells: 0
via_per_inst: 5.568
cts_tree: "built"
power.density_nw_per_um2: 89.11
gp_congestion: 0.9007
timing.critical_path.mode_cell: "buf_4"
ys_async_sr_fraction: 0
status: "complete, no violations"
syn-mean-instance-area_sq_um: 7.955
crit_arrival_ps: 4820
cpMaxStageDelayCell: "buf_4"
skew_ps: 13.09
ys_warn_count: 1
grt_pass1_vias: 5324
root_buffer: "clkbuf_16"
worst_pin_slew_ps: 768.9
core-area_sq_um: 12160
grt_pass1_wl_microns: 24810
cp_cell_sequence: "buf_4 -> buf_4 -> clkinv_1 -> and3_1 -> mux2i_1 -> nand2_1"
power.internal_w: 0.0004892
setup_viol: 0
die.size.x_microns: 114.5
synth_cell_types: 56
fin_crit_ps: 4586
cts_hold_buf: 0
pwr-share-clk: 0.368
ys_cells: 796
die_h_microns: 114.5
dr.pass1.iters: 4
hold_path.class: "register to register"
cts_made_buffers: 9
wl_microns: 14710
critPathTopFamily: "buffers and inverters"
drive_above_1_share: 0.04333
drc: 0
postCtsSetupBuffers: 0
swShare: 0.2739
area_delta_synth_final_pct: 19.38
## cells in the final DEF (no fill, tap or decap), drive strengths merged, types with 5 or more instances in the layout
cell type	instances
a211oi	43
nand4	6
xnor2	16
nand3	35
nor2	74
a31oi	5
o21ai	27
and2	39
nand2	109
clkbuf	11
dfxtp	105
xor2	15
inv	9
o211ai	6
clkdlybuf4s50	83
o21bai	5
nor2b	6
a21o	20
a21oi	92
buf	8
nor4	6
nor3	9
mux2i	41
ha	39
## cell families (layout without fill, tap and decap cells)
| logic type | Yosys count | in the layout | share of synthesized area |
|---|---|---|---|
| buffers and inverters | 55 | 113 | 0.03260 |
| AND/OR/NAND/NOR | 299 | 299 | 0.2173 |
| XOR/XNOR | 31 | 31 | 0.04288 |
| multiplexers | 42 | 42 | 0.06659 |
| AND-OR/OR-AND | 224 | 224 | 0.2284 |
| flip-flops | 105 | 105 | 0.3320 |
| adder cells (fa/ha/maj) | 40 | 40 | 0.08022 |
## per-layer routing
layer / wire length [microns] / share of wire / track usage / vias to the layer above
met3: 617 / 0.042 / 0.04099 / 6
met4: 99 / 0.0067 / 0.01732 / 0
li1: - / - / - / 2955
met5: 0 / 0 / 0 / -
met1: 7273 / 0.49 / 0.3561 / 2631
met2: 6715 / 0.46 / 0.3830 / 98
## final timing paths
| kind | from | end | slack, ps | depth (start not counted) |
|---|---|---|---|---|
| max | reset | result[34]$_SDFFE_PP0P_ | 9310 | 6 |
| min | B_aux[32]$_SDFFE_PP0P_ | B_aux[33]$_SDFFE_PP0P_ | 460 | 2 |
| max reg2reg | A_aux[0]$_SDFFE_PP0P_ | result[39]$_SDFFE_PP0P_ | 9950 | 12 |
| min reg2reg | B_aux[32]$_SDFFE_PP0P_ | B_aux[33]$_SDFFE_PP0P_ | 460 | 2 |
## sequential cells by signal (all words and copies together), names as in the netlist
register and cells:
B_aux 40, oValid 1, A_aux 20, iReady 1, result 40, state 3
## final cells by class
cell class	count	area [sq um]
Clock buffer	11	242.7
Clock inverter	5	45.04
Fill cell	1074	4602
Inverter	6	22.52
Multi-Input combinational cell	636	4045
Sequential cell	105	2103
Tap cell	168	210.2
Timing Repair Buffer	91	890.9
## stage by stage
step	instance area, sq um	power [W]	cells	setup slack, ps
2_1_floorplan	6332	0.0003974	796	10380
3_3_place_gp	7272	0.0004305	1006	9023
3_5_place_dp	7272	0.0004326	1006	8982
4_1_cts	7560	0.0006832	1022	9350
5_1_grt	7560	0.0007102	1022	9184
6_report	7560	0.0006737	1022	9314
## power by group through the flow
stage	Sequential [W]	Clock (W)	Combinational (W)
CTS	0.000329	0.000257	0.0000974
finish	0.000329	0.000248	0.0000966
global route	0.000332	0.000271	0.000107
## cells in the mapped netlist (2+ instances only)
master	count	area (sq um)
dfxtp_1	105	2102
xnor2_1	16	140.1
o21ai_1	2	10.01
and2_1	39	244.0
nand2_1	109	409.1
or3_1	4	25.02
nor3_1	8	40.04
nor2_1	74	277.8
xor2_1	15	131.4
o211ai_1	5	37.54
o21bai_1	5	37.54
a21oi_1	91	455.4
o31ai_1	2	15.01
a22o_1	2	17.52
and3_1	2	12.51
nor4_1	6	37.54
nand3b_1	3	22.52
nand4_1	6	37.54
o21a_1	3	22.52
inv_1	5	18.77
a21o_1	20	150.1
ha_1	39	488.0
a21boi_0	2	15.01
mux2i_1	41	410.4
nor2b_1	6	37.54
a221oi_2	4	60.06
o41ai_1	2	17.52
nand2b_1	2	12.51
nand3_1	35	175.2
clkbuf_1	43	161.4
o21ai_0	24	120.1
a211oi_1	43	322.8
a31oi_1	5	31.28
buf_1	6	22.52
## worst register-to-register path: cells and delay by family (launching register included)
family	cells	cell delay, ps
and+or+nand+nor	3	440
buffers and inverters	1	350
DFF	1	720
AOI/OAI and AO/OA	5	1360
muxes	2	660
adders and majority gates	1	290
Power and IR drop assume default switching activity.
