$ cat flow/design.v
module sqrt #(parameter NBITS = 8, PRECISION = 10)
                (input logic [NBITS-1:0] A,
                 input logic clock, reset, oReady, iValid,
                 output logic iReady, oValid,
                 output logic [NBITS-1:0]result);
    enum logic [1:0] {INIT, SET, CALC, SEND} state; 
    logic [NBITS+NBITS-1:0] A_aux, Y, P;
    logic [$clog2(NBITS):0] m;
    always_ff @(posedge clock)begin
        if(reset)begin
            A_aux <= '0;
            result <= '0;
            m <= NBITS-1;
            state <= INIT;
            iReady <= 0;
            oValid <= 0;
        end
        else begin
            case(state)
                INIT: begin
                        iReady <= 1;
                        oValid <= 0;
                        A_aux <= A<<<PRECISION;
                        Y <= '0;
                        P <= '0;
                        m <= NBITS-1;
                        state <= SET;       
                end
                SET: begin
                       if(m < NBITS)begin
                         Y <= ((P<<<(m+1)) + (1 <<< (m+m)));
                         state <= CALC;
                       end
                       else begin
                         oValid <= 1;
                         state <= SEND;
                       end
                end
                CALC: begin
                    if(Y < A_aux || Y == A_aux)begin
                        A_aux <= A_aux - Y;
                        P <= P + (1 <<< m);
                        result[m] <= 1;
                    end  
                    else result[m] <= 0;
                        m <= m-1;
                        state <= SET;
                end
                SEND: begin
                    if(oReady)begin
                        result <= result >>>(PRECISION-1);
                        oValid <= 0;
                        state <= INIT;
                    end
                end
            endcase
        end
    end
endmodule
$ cat flow/run.sh
#!/bin/bash
# OpenROAD 26Q1-2900-gdf79404cd8, Yosys 0.63+post, stock flow scripts
make -C /OpenROAD-flow-scripts/flow DESIGN_CONFIG=/design/flow/config.mk WORK_HOME=/design/flow/orfs finish
$ cat flow/constraint.sdc
current_design sqrt

set clk_period 10.2
set clk_io_pct 0.2

create_clock -name clk0 -period $clk_period [get_ports {clock}]

set non_clock_inputs [all_inputs -no_clocks]
set_input_delay [expr $clk_period * $clk_io_pct] -clock clk0 $non_clock_inputs
set_output_delay [expr $clk_period * $clk_io_pct] -clock clk0 [all_outputs]
$ cat flow/config.mk
export PLATFORM = sky130hd
export DESIGN_NAME = sqrt
export DESIGN_NICKNAME = sqrt
export VERILOG_FILES = /design/flow/design.v
export SDC_FILE = /design/flow/constraint.sdc
export NUM_CORES = 4
export LEC_CHECK = 1
export CORE_UTILIZATION = 50
==> notes.md <==
run results: syn_area_per_cell=8.530 um2, hold depth=2, # Cells Yosys=701, cell repeated most along the worst path=buf_4, CP Launch Type=flop, Post-synth regs=66, reg2reg start=m[0], Final ANT Viol Nets=0, IO buf count=18, R2R Path End=Y[13], Final Cell Area=6451 um2, drt drc=0, synthesized instance count=701, Syn-to-layout area delta=7.889%, Core Area=11,520 um2, die span in y=111.4 um, Total GRT Usage=24.50%, first-pass GRT wire length=23,630 um, Buf+Inv Stages, Crit Path=3, Arr. time, crit path=4.61 ns, TritonCTS clock tree=yes, Pre-Place Util=51.92%, most instantiated library cell after synthesis=nor2_1, leakage=2.560 nW, OpenROAD warning count=32, outcome=finished clean, library cells used by synthesis=93, area taken by flip-flops and latches=1642 um2, wire length per cell=16.22 um, Post-synth EDFFs=32, Worst R2R Path Depth=14, H-tree depth=3, Worst Tran Pin Value=0.8005 ns, Dominant cell area share=16.07%, Yosys warnings=1, setup bufs post-CTS=0, Crit Path Max Fanout=40, most instantiated cells after synthesis=69 x nor2_1, 44 x a21oi_1, 44 x nand2_1, Die ar.=12,400 um2, Crit Path Category=flop to flop, Synth area leader=edfxtp_1, crit path DRT=10.30 ns, crit path time final=4.509 ns, asr flop ratio synth=0%, GP Congestion=0.9695, R2R Setup Slk=5.69 ns, Power Density=118.3 nW/um2, slowest stage cell, crit path=mux4_1, vias in the first global route=4,703, largest net degree at the start of global routing=41, clk root buf=clkbuf_16, DIE WIDTH=111.4 um, Min-Delay Endpoint=iReady, setup_tns=0 ns, final hold vios=0, Final setup viols=0, max-cap check violation count=0, dpl hpwl=10,070 um, total power=0.7631 mW, hold-fix buffers at CTS=0, DRT Wirelength=13,740 um, CTS max path bufs=2, total gr overflow=0, Final WS setup=5.691 ns, Via Count=4,886, max-slew violations=0, crit-path max cell delay=0.65 ns, skew final=0.003637 ns, n_diodes=0, post-place instance area=6171 um2, Post-Syn Area=5979 um2, Cell Rows=39, Main area contributors=edfxtp_1 16%, dfxtp_1 11%, xnor2_1 6.2%, Latency at later pin=0.34 ns, DR iter-0 viols=305, dpl ws=5.730 ns, Chip Area, Yosys=5979 um2, fillcell total=1,004, layout cells sized above 1=10.65%, Max-slew headroom=46.19%, Peak VDD IR=98.02 uV, Post-Route Utilization=56.02%, worst min path class=flop to flop, Hold Crit Start=iReady, antenna violations before repair=0, # resized after CTS=0, CP cell instances=buf_4 > inv_2 > ha_1 > buf_4 > mux4_1 > mux2_2 > and3_2 > nor2_1 > o21ai_0 > o31ai_1 > a21o_1 > a21oi_1 > xnor2_1 > and2_1, DR vias/cell=5.769, CTS buffer count=9, fin crit share=44.20%, ys flop type=dfxtp_1, FMAX=0.2218 GHz, CP Capture Type=flop, drt pass-1 iters=20, clock slew at reported path FFs=0.06 ns, RSZ-0062 raised after global routing=false, Synth Seq Share=27.45%, Sink Count=66, I/O Pins=22, CP top delay family=multiplexers, Combinational Area=3923 um2
-- tightest hold or removal path, cell delays in order, from the launching register on --
cell and delay, ns:
dfxtp_1 0.32, nor2_1 0.04, nor2_1 0.08
-- per-stage QoR --
stage | std cells | hold slack, ns
finish | 847 | 0.4799
global placement | 831 | 0.4549
floorplan | 701 | 0.4161
global route | 847 | 0.5154
CTS | 847 | 0.4768
detailed placement | 831 | 0.4638
-- worst max path at each step --
stage | from | end | cells past startpoint
finish | m[0] | Y[13] | 14
global route | m[0] | Y[13] | 14
CTS | m[0] | Y[13] | 14
-- cells in the final DEF, fill, tap and decap left out, types with 4 or more instances in the layout --
cell type	instances
a21boi_0	5
edfxtp_1	32
o21bai_1	7
and2_1	19
xnor2_1	42
nand3b_1	5
nor3_1	19
mux2_2	5
mux2i_1	22
nand2b_1	13
o21a_1	8
xor2_1	12
nor2b_1	16
clkbuf_16	10
o22ai_1	6
a21o_1	10
a21oi_1	44
nand3_1	9
and3_1	7
o21ai_0	38
mux4_2	4
or2_2	5
a22oi_1	12
dfxtp_1	34
nor3b_1	4
nor2_1	69
buf_4	14
a31oi_1	10
clkdlybuf4s50_1	18
inv_1	37
a211oi_1	11
nand2_1	44
ha_1	28
-- logic make-up (layout without fill, tap and decap cells) --
logic type / Yosys count / count (layout) / share of synthesized area, %
AND-OR/OR-AND: 195 / 195 / 23.14
XOR/XNOR: 55 / 55 / 8.182
adder cells (fa/ha/maj): 29 / 29 / 6.194
buffers and inverters: 83 / 86 / 7.031
flip-flops: 66 / 66 / 27.45
multiplexers: 34 / 34 / 7.240
other: 1 / 1 / 0.06271
AND/OR/NAND/NOR: 238 / 238 / 20.70
-- sequential cells by signal, summed over array words and instances (netlist names) --
signal	cells
state	4
P	16
Y	16
A_aux	16
m	4
iReady	1
result	8
oValid	1
-- where the power goes --
group	switching (mW)	total (mW)	internal (mW)
logic	0.0927	0.163	0.0704
clock network	0.120	0.299	0.179
registers	0.00985	0.301	0.291
-- routing by layer --
metal	GRT usage [%]	vias to the layer above	part of all wire, %
met5	0	-	0
met4	4.775	0	2.3
met3	5.596	19	4.9
met2	38.63	96	45
met1	36.00	2260	48
li1	-	2511	-
-- area by class of cell --
class | count | share of cell area [%]
Multi-Input combinational cell | 552 | 60.80
Sequential cell | 66 | 25.45
Timing Repair Buffer | 32 | 4.422
Clock buffer | 12 | 3.995
Tap cell | 143 | 2.773
Inverter | 38 | 2.211
Clock inverter | 4 | 0.3491
Power is estimated from default activity; no workload was simulated.
